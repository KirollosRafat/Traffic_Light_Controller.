--- design/flow/run.sh ---
#!/bin/bash
# OpenROAD 26Q1-2900-gdf79404cd8, Yosys 0.63+post, stock flow scripts
make -C /OpenROAD-flow-scripts/flow DESIGN_CONFIG=/design/flow/config.mk WORK_HOME=/design/flow/orfs finish
--- design/flow/config.mk ---
export PLATFORM = sky130hd
export DESIGN_NAME = TOP
export DESIGN_NICKNAME = TOP
export VERILOG_FILES = /design/flow/design.v
export SDC_FILE = /design/flow/constraint.sdc
export NUM_CORES = 4
export LEC_CHECK = 1
export CORE_UTILIZATION = 30
--- design/flow/constraint.sdc ---
current_design TOP

set clk_period 4.2
set clk_io_pct 0.2

create_clock -name clk0 -period $clk_period [get_ports {FPGA_CLK}]

set non_clock_inputs [all_inputs -no_clocks]
set_input_delay [expr $clk_period * $clk_io_pct] -clock clk0 $non_clock_inputs
set_output_delay [expr $clk_period * $clk_io_pct] -clock clk0 [all_outputs]
--- design/flow/design.v ---
module Clock_divider #(parameter DIVISOR = 50_000_000)  
(
input logic clock_in,
input logic rst,
output logic clock_out
);
logic[$clog2(DIVISOR)-1:0] counter= 0;
always_ff @(posedge clock_in,posedge rst)
begin
 if(rst)
 begin
 	counter <= 0;
	clock_out <= 1'b0;
 end
 else 
 begin
 if(counter == (DIVISOR-1))  
  counter <= {$clog2(DIVISOR){1'b0}};
 else
  counter <= counter + 1;
 clock_out <= (counter<DIVISOR/2)?1'b1:1'b0;  
 end
end
endmodule
module TOP (
  input  logic FPGA_CLK,
  input  logic rst,
  input  logic ped_req,
  output logic LED0,   
  output logic LED1,   
  output logic LED2,   
  output logic LED3,   
  output logic LED4,   
  output logic LED5,   
  output logic LED6,   
  output logic LED7,   
  output logic LED8,   
  output logic LED9,   
  output logic LED10,  
  output logic LED11   
);
  parameter DIVISOR = 100_000_000; 
  logic FSM_CLK;
  logic NS_G, NS_Y, NS_R;
  logic EW_G, EW_Y, EW_R;
  Clock_divider #(DIVISOR) clk_divider (
    .clock_in(FPGA_CLK),
    .rst(rst),
    .clock_out(FSM_CLK)
  );
  FSM_Traffic FSM (
    .clk(FSM_CLK),
    .rst(rst),
    .ped_req(ped_req),
    .NS_G(NS_G),
    .NS_Y(NS_Y),
    .NS_R(NS_R),
    .EW_G(EW_G),
    .EW_Y(EW_Y),
    .EW_R(EW_R)
  );
  assign LED0  = NS_R;   
  assign LED1  = NS_Y;   
  assign LED2  = NS_G;   
  assign LED3  = NS_R;   
  assign LED4  = NS_Y;   
  assign LED5  = NS_G;   
  assign LED6  = EW_R;   
  assign LED7  = EW_Y;   
  assign LED8  = EW_G;   
  assign LED9  = EW_R;   
  assign LED10 = EW_Y;   
  assign LED11 = EW_G;   
endmodule
module FSM_Traffic (
  input  logic clk,
  input  logic rst,
  input  logic ped_req,  
  output logic NS_G,    
  output logic NS_Y,    
  output logic NS_R,    
  output logic EW_G,    
  output logic EW_Y,    
  output logic EW_R     
);
  typedef enum logic [1:0] {
    NS_Green  = 2'b00,
    NS_Yellow = 2'b01,
    EW_Green  = 2'b10,
    EW_Yellow = 2'b11
  } state_t;
  state_t current_state, next_state;
  logic [3:0] counter;
  always_ff @(posedge clk or posedge rst) begin
    if (rst) begin
      current_state <= NS_Green;   
      counter <= 4'd0;
    end else begin
      current_state <= next_state;
      if (current_state == next_state)
        counter <= counter + 1;
      else
        counter <= 4'd0;  
    end
  end
  always_comb begin
    next_state = current_state;  
    unique case (current_state)  
      NS_Green: begin
        if (!ped_req && counter == 4'd10)
          next_state = NS_Yellow;
        else if (ped_req && counter == 4'd15)
          next_state = NS_Yellow;
	{NS_G,NS_Y,NS_R} = 3'b100;
	{EW_G,EW_Y,EW_R} = 3'b001;
      end
      NS_Yellow: begin
        if (counter == 4'd3)
          next_state = EW_Green;
	{NS_G,NS_Y,NS_R} = 3'b010;
	{EW_G,EW_Y,EW_R} = 3'b001;
      end
      EW_Green: begin
        if (!ped_req && counter == 4'd10)
          next_state = EW_Yellow;
        else if (ped_req && counter == 4'd15)
          next_state = EW_Yellow;
	{NS_G,NS_Y,NS_R} = 3'b001;
	{EW_G,EW_Y,EW_R} = 3'b100;
      end
      EW_Yellow: begin
        if (counter == 4'd3)
          next_state = NS_Green;
	{NS_G,NS_Y,NS_R} = 3'b001;
	{EW_G,EW_Y,EW_R} = 3'b010;
      end
    endcase
  end
  endmodule
==> Flow_metrics.wiki <==
== Implementation results ==
{| class="wikitable"
! Metric !! Value
|-
| Crit path from || clk_divider.counter[0]
|-
| Total CTS buffers || 3
|-
| Buffers added on ports || 14
|-
| Xor/xnor share of the synthesized area || 9.35%
|-
| Drt wl/cell || 11.6 um
|-
| Prevailing logic family in the synthesized netlist || simple AND/OR/NAND/NOR gates
|-
| Vias post-DR || 1,313
|-
| List of cells traversed by the critical path || ha_1, and3_1, nand2b_1, nor4_2, nor2_1
|-
| Startpoint of the tightest hold check path || clk_divider.counter[0]
|-
| Number of antenna violations at the first check in global routing || 0
|-
| Unrepaired setup endpoints after global routing || false
|-
| Number of top-level pins || 15
|-
| Area of all sequential standard cells || 851 um2
|-
| Reg-to-Reg Start || clk_divider.counter[0]
|-
| Maximum net fanout on the critical path || 11
|-
| Maximum clock frequency || 480 MHz
|-
| Area delta synth->final || 12.6%
|-
| Library cell occupying the most area in the post-synthesis netlist || sky130_fd_sc_hd__dfrtp_1
|-
| Critical path required time || 4330 ps
|-
| Number of unconstrained endpoints || 18
|-
| Fillcell total || 611
|-
| Average instance area after synthesis || 9.42 um2
|-
| Post-DRT Antenna Nets || 0
|-
| Path class of the lowest-slack min-delay path || reg2reg
|-
| Total cell area reported by yosys after synthesis || 0.00178 mm2
|-
| Number of instances in the synthesized netlist || 189
|-
| Crit-path max cell delay || 760 ps
|-
| Compound-Gate Fraction of Synth Area || 7.03%
|-
| DRC violation count after routing || 0
|-
| Count of instances resized after the clock tree is built || 0
|-
| Total area of multi-input combinational cells || 831 um2
|-
| Share of synthesized area spent on multiplexers || 1.12%
|-
| Final hold viol count || 0
|-
| Full die area || 0.00625 mm2
|-
| Pin count of the biggest net entering global routing || 35
|-
| Leading cell types in the layout, fill and taps excluded || sky130_fd_sc_hd__dfrtp_1 (34), sky130_fd_sc_hd__nor2_1 (23), sky130_fd_sc_hd__nand3_1 (14), sky130_fd_sc_hd__nand2_1 (14), sky130_fd_sc_hd__clkdlybuf4s50_1 (14)
|-
| Max-cap viol count || 0
|-
| Total number of placement rows || 27
|-
| Floorplan die width || 79.0 um
|-
| Fraction of final layout cells with drive strength greater than 1 || 4.59%
|-
| Weighted congestion at the end of routability-driven global placement || 0.859
|-
| Die outline height || 79.0 um
|-
| Top cells by area || sky130_fd_sc_hd__dfrtp_1 (48%), sky130_fd_sc_hd__xnor2_1 (4.9%), sky130_fd_sc_hd__nor2_1 (4.8%)
|-
| Final period utilization || 49.6%
|-
| Number of cells in Yosys stat || 189
|-
| Clock Skew || 3.99 ps
|-
| Areal power density over the cells || 221 mW/mm2
|-
| Register pins left without a clock || 6
|-
| Post-synthesis instance area || 0.00178 mm2
|-
| Number of distinct library cell variants in the gate-level netlist after synthesis || 36
|-
| Routed WL || 3.11 mm
|-
| Detailed router's first-iteration violation count || 47
|-
| Average vias per placed instance || 4.90
|-
| Final HPWL DP || 2.17 mm
|-
| TritonCTS clock tree || done
|-
| Warnings from Yosys || 2
|-
| Data arrival time of the critical path || 2220 ps
|-
| Insertion delay of the later-clocked pin in the worst-skew pair || 270 ps
|-
| Worst vdd ir || 0.124 mV
|-
| Pwr Total || 0.443 mW
|-
| Total number of H-tree levels || 1
|-
| Post-synth seq share || 47.8%
|-
| CTS clk-pin slew, worst paths || 90 ps
|-
| Area fraction in and, or, nand and nor cells after synthesis || 27.1%
|-
| Count of inserted antenna diode cells || 0
|-
| Number of global-route vias before repair || 1,265
|-
| Wire length of the first global-routing pass || 5.55 mm
|-
| Starting density of the core || 31.7%
|-
| Worst-Margin Slew || 757 ps
|-
| Buffer levels on the longest clock path || 2
|-
| Clock root cell || sky130_fd_sc_hd__clkbuf_8
|-
| Congestion Overflow GR || 0
|-
| GRT Resource Usage Total || 11.1%
|-
| Critical path type || reg2reg
|-
| Number of detailed-routing iterations run before antenna repair || 4
|-
| Worst hold margin || 486 ps
|-
| Area of the core || 0.00561 mm2
|-
| Startpoint type of the worst setup path || flop
|-
| Fa+ha+maj area frac || 2.11%
|-
| Number of pins exceeding their max-slew limit in the final report || 0
|-
| Final setup violation count || 0
|-
| Tmin final || 2080 ps
|-
| Most used logic cell in the final layout || sky130_fd_sc_hd__dfrtp_1
|-
| Top cell type's share of synthesized area || 47.8%
|-
| Run status || finished clean
|-
| Rel. slew slack || 49.1%
|-
| Area after DPL || 0.00195 mm2
|-
| Tool warnings || 26
|-
| Cell area after layout || 0.00200 mm2
|-
| Hold buffers post-CTS || 0
|-
| Post-CTS Setup Inserts || 0
|-
| Endpoint kind of the worst setup timing path || flop
|-
| Static leakage power || 0.859 nW
|-
| Total negative slack for setup checks || 0 ps
|-
| Flip-flop and latch count after synthesis || 34
|-
| Worst path slowest cell || sky130_fd_sc_hd__nor4_2
|}
## stage by stage
stage / setup WS, ps / utilization [%] / instances
floorplan: 2400 / - / 189
global placement: 2190 / 34.8 / 264
detailed placement: 2080 / 34.8 / 264
CTS: 2070 / 35.7 / 268
global route: 1890 / 35.7 / 268
finish: 2120 / 35.7 / 268
## cell type report
type                       instances  share of cell area [%]
sequential                        34                    42.4
multi-input combinational        135                    41.4
timing repair buffer              15                    7.37
tap                               72                    4.49
clock buffer                       4                    2.75
inverter                           8                    1.50
## state kept, by name, indices dropped and copies added (netlist names)
name and count:
FSM.counter 4, FSM.current_state 2, clk_divider.clock_out 1, clk_divider.counter 27
## critical path, delay by kind of cell (launching register included)
kind | cells | cell delay [ps]
fa+ha+maj | 1 | 210
simple gates | 4 | 1350
flops | 1 | 390
## worst paths after layout
| kind | to | slack (ps) | cells after the start |
|---|---|---|---|
| min in group asynchronous | clk_divider.counter[13] | 950 | 3 |
| worst min register to register | clk_divider.counter[0] | 490 | 1 |
| worst max-delay path | clk_divider.counter[13] | 2120 | 5 |
| max in group asynchronous | clk_divider.clock_out | 2940 | 3 |
| worst min-delay path | clk_divider.counter[0] | 490 | 1 |
| worst max register to register | clk_divider.counter[13] | 2120 | 5 |
## cells by family after synthesis
group,Yosys count
muxes,2
buffers and inverters,20
AOI/OAI and AO/OA,22
adders and majority gates,3
and+or+nand+nor,89
xor gates and xnor gates,19
DFF,34
## where the power goes
part           internal [mW]  leakage (nW)  switching (mW)  total (mW)
Sequential             0.269         0.449               0       0.269
Clock                 0.0838        0.0288          0.0806       0.164
Combinational        0.00235         0.381         0.00662     0.00897
Total                  0.355         0.859          0.0872       0.443
## synth_stat cells (all sizes together)
cell and count:
dfrtp 34, and4 1, o31a 1, xnor2 10, xor2 9, and2 1
nor3 5, buf 7, o22ai 1, o211ai 1, inv 8, ha 3
nor3b 1, or4b 1, a21o 2, a31oi 2, nand3 14, nor4 3
nor2b 2, and3 6, mux2i 2, o21ai 5, nor4bb 2, nand2 15
nor2 23, or3 1, a21oi 10, or3b 1, nand2b 4, clkbuf 5
nand4 9
## routing by layer
| layer | wire length [um] | global-route usage [%] |
|---|---|---|
| met1 | 1590 | 17.1 |
| met2 | 1390 | 17.8 |
| met3 | 96 | 1.05 |
| met4 | 27 | 1.27 |
| met5 | 0 | 0 |
Power figures rest on the tool's default switching activity, not on a simulated workload.
